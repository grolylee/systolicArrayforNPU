File: design/flow/run.sh
#!/bin/bash
# OpenROAD 26Q1-2900-gdf79404cd8, Yosys 0.63+post, stock flow scripts
make -C /OpenROAD-flow-scripts/flow DESIGN_CONFIG=/design/flow/config.mk WORK_HOME=/design/flow/orfs finish
File: design/flow/config.mk
export PLATFORM = sky130hd
export DESIGN_NAME = dbb_decoder
export DESIGN_NICKNAME = dbb_decoder
export VERILOG_FILES = /design/flow/design.v
export SDC_FILE = /design/flow/constraint.sdc
export NUM_CORES = 4
export LEC_CHECK = 1
export CORE_AREA = 10 10 70 70
export DIE_AREA = 0 0 80 80
File: design/flow/constraint.sdc
current_design dbb_decoder

set clk_period 1.0
set clk_io_pct 0.2

create_clock -name clk0 -period $clk_period [get_ports {clk}]

set non_clock_inputs [all_inputs -no_clocks]
set_input_delay [expr $clk_period * $clk_io_pct] -clock clk0 $non_clock_inputs
set_output_delay [expr $clk_period * $clk_io_pct] -clock clk0 [all_outputs]
File: design/flow/design.v
module dbb_decoder (
    input  logic clk,
    input  logic rst,
    input  logic i_start,    
    input  logic i_mask,     
    output logic o_enable,   
    output logic o_done      
);
    typedef enum logic [1:0] {IDLE, CHECK, RUN, DONE} state_t;
    state_t state;
    always_ff @(posedge clk or posedge rst) begin
        if (rst) state <= IDLE;
        else begin
            case (state)
                IDLE:   if (i_start) state <= CHECK;
                CHECK:  state <= (i_mask ? RUN : DONE);
                RUN:    state <= DONE;
                DONE:   state <= IDLE;
                default: state <= IDLE;
            endcase
        end
    end
    assign o_enable = (state == RUN);
    assign o_done   = (state == DONE);
endmodule
==> ci_impl_report.md <==
## PnR job results

| Metric | Value |
|---|---|
| Pre-CTS setup slack | -6.77 ps |
| Power, Total | 0.407 mW |
| Number of flip-flops in the largest register | 4 |
| First-pass GRT wire length | 648 um |
| Area Growth Syn to Fin | 97.4% |
| CTS clk-pin slew, worst paths | 50 ps |
| Lkg Pwr | 0.146 nW |
| Yosys stat cell total | 11 |
| GPL Wtd Cong | 0.663 |
| Largest net degree at the start of global routing | 5 |
| Final Critical Period | 921 ps |
| Crit path kind | flip-flop to output port |
| Delay-heaviest family, CP | flip-flops |
| RR Endpoint | state[0]$_DFF_PP1_ |
| Final setup fails | 0 |
| Warnings from Yosys | 1 |
| Endpoints failing hold | 0 |
| Post-synthesis sequential area ratio | 71.1% |
| Initial Util | 4.18% |
| Die height | 80 um |
| Yosys stat area | 143 um2 |
| Req. time, crit path | 800 ps |
| RR Startpoint | state[3]$_DFF_PP0_ |
| CP max stage cell | dfrtp_1 |
| Crit. path cell count | 1 |
| RSZ-0062 raised after global routing | no |
| Crit path capture type | output port |
| Clk root buf | clkbuf_4 |
| #FFs+latches synth | 4 |
| Worst-path cell chain | buf_2 |
| Post-route cell area | 282 um2 |
| DRT iter0 DRCs | 3 |
| Hold Crit Class | primary input to async pin |
| Core Box Area | 3420 um2 |
| DR DRC count | 0 |
| Cell count after synthesis | 11 |
| Initial antenna violation count | 0 |
| Fmax | 1090 MHz |
| Drt total wl | 381 um |
| Num ports | 6 |
| Cell Rows | 21 |
| DR vias/cell | 1.65 |
| Dpl hpwl | 294 um |
| Tightest Pin Transition | 145 ps |
| TritonCTS clock tree | yes |
| Peak VDD IR | 275 uV |
| Clock Path Buffers | 2 |
| Path depth of the worst reg2reg path | 3 |
| N_diodes | 0 |
| Clock skew | 9.49 ps |
| DR vias | 112 |
| Chip area | 6400 um2 |
| Final Cycle Share | 92.1% |
| Largest regs | state (4) |
| Num Clock Sinks | 4 |
| Max H-tree Level | 1 |
| Share of cells above drive strength 1 | 45.5% |
| Max-slew violation count | 0 |
| Fin worst setup slack | 79.3 ps |
| Outcome | complete, no violations |
| Number of max-cap violations | 0 |
| Syn Area/Cell | 13.0 um2 |
| Crit-path max cell delay | 360 ps |
| Stage-log warning count | 25 |
| Total track usage | 1.51% |
| Most flops, register | state |
| Wire per inst | 5.60 um |
| Filler cells | 412 |
| R2r setup slk | 170 ps |
| Vias in the first global route | 136 |
| Cell area after synthesis | 143 um2 |
| Antenna violation net count after detailed routing | 0 |
| Area post-placement | 258 um2 |
| Pwr dens | 1440 nW/um2 |
| Library cells used by synthesis | 5 |
| Input/output buffers | 5 |
| Drt first pass iters | 2 |
| Slew headroom | 90.3% |
| Buf+Inv Stages, Crit Path | 1 |
| CTS buffer count | 3 |
| Worst EP arrival | 720 ps |
| Insertion Delay late pin | 240 ps |
| Max Fanout on Critical Path | 2 |
| GR Overflow Total | 0 |
| Die extent in x | 80 um |
| Type of origin of the critical path | flip-flop |
placed cells by master, fill, tap and decap left out:
| master | n |
|---|---|
| clkbuf_2 | 1 |
| a21o_1 | 2 |
| and2_2 | 2 |
| buf_4 | 2 |
| inv_1 | 3 |
| clkbuf_1 | 1 |
| clkbuf_4 | 3 |
| dfrtp_1 | 3 |
| buf_2 | 1 |
| clkdlybuf4s50_1 | 3 |
| dfstp_2 | 1 |
layer usage:
layer	vias to the layer above	share of wire, %	track usage (%)
met1	50	37	1.53
li1	54	-	-
met4	0	0	0.352
met5	-	0	0
met2	8	29	1.20
met3	0	34	2.84
Yosys cell counts:
cell,n,area (um2)
and2_2,2,15.0
inv_1,3,11.3
dfrtp_1,3,75.1
a21o_1,2,15.0
dfstp_2,1,26.3
timing repair:
item / CTS / global route
hold buffers: 0 / 0
gates resized: 5 / 1
setup endpoints to repair: 2 / 1
setup buffers: 1 / 0
how the worst max path moves through the flow:
stage	from	end	slack, ps
after global routing	state[1]$_DFF_PP0_	o_enable	30
after CTS	state[3]$_DFF_PP0_	o_done	4
final	state[1]$_DFF_PP0_	o_enable	80
kinds of logic after synthesis:
family,share of synthesized area (%)
flops,71.1
simple gates,10.5
buf+inv,7.89
compound gates,10.5
per-stage QoR:
stage          cells  util, %  hold slack [ps]  TNS (ps)
2_1_floorplan     11        -            -34.6         0
6_report          68     8.24              135         0
3_5_place_dp      63     7.55              398     -6.77
5_1_grt           68     8.24              131         0
4_1_cts           68     8.39              136         0
3_3_place_gp      63     7.55              398         0
report_power, final:
part,leakage (nW),switching [mW],total [mW],internal [mW]
Clock,0.0150,0.0763,0.227,0.150
Combinational,0.0789,0.00626,0.0173,0.0110
Sequential,0.0522,0,0.163,0.163
Total,0.146,0.0825,0.407,0.324
layout make-up:
class                      count  area [um2]  area share, %
sequential                     4         101           36.0
multi-input combinational      4        30.0           10.7
clock buffer                   4        26.3           9.33
tap                           46        57.6           20.4
timing repair buffer           7        55.1           19.6
inverter                       3        11.3           4.00
Power is estimated from default activity; no workload was simulated.
