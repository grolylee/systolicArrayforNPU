[/design/flow/design.v]
module multiplierDivisionUnsigned #(
    parameter int BIT_WIDTH = 16   
) (
    input  logic                        i_valid,
    input  logic signed [BIT_WIDTH-1:0] i_dataA,   
    input  logic        [BIT_WIDTH-1:0] i_dataB,   
    output logic        [BIT_WIDTH-1:0] o_data,    
    output logic                        o_valid
);
  (* use_dsp = "yes" *)    logic [2*BIT_WIDTH-1:0] prod;    
    logic [BIT_WIDTH-1:0]   result;  
    always_comb begin
        o_data  = '0;
        o_valid = 1'b0;
        if (i_valid) begin
            logic [BIT_WIDTH-1:0] i_dataA_unsigned;
            if (i_dataA < 0) begin
                i_dataA_unsigned = '0;
            end
            else begin 
                i_dataA_unsigned = $unsigned(i_dataA);
            end
            prod   = i_dataA_unsigned * i_dataB;       
        result = $unsigned(prod[27:12]) + $unsigned(prod[11] ? 1 : 0);
            if (result > 16'hFFFF) begin 
                o_data = 16'hFFFF;
            end
            else begin
                o_data = result;
            end
            o_valid = i_valid;
        end
    end
endmodule
[/design/flow/run.sh]
#!/bin/bash
# OpenROAD 26Q1-2900-gdf79404cd8, Yosys 0.63+post, stock flow scripts
make -C /OpenROAD-flow-scripts/flow DESIGN_CONFIG=/design/flow/config.mk WORK_HOME=/design/flow/orfs finish
[/design/flow/config.mk]
export PLATFORM = sky130hd
export DESIGN_NAME = multiplierDivisionUnsigned
export DESIGN_NICKNAME = multiplierDivisionUnsigned
export VERILOG_FILES = /design/flow/design.v
export SDC_FILE = /design/flow/constraint.sdc
export NUM_CORES = 4
export LEC_CHECK = 1
export CORE_UTILIZATION = 50
export SYNTH_HDL_FRONTEND = slang
[/design/flow/constraint.sdc]
current_design multiplierDivisionUnsigned

set clk_period 16.4
set clk_io_pct 0.2

create_clock -name clk0 -period $clk_period

set non_clock_inputs [all_inputs -no_clocks]
set_input_delay [expr $clk_period * $clk_io_pct] -clock clk0 $non_clock_inputs
set_output_delay [expr $clk_period * $clk_io_pct] -clock clk0 [all_outputs]
==> results.txt <==
Outcome: completed
Vias/cell: 5.10
Seq. cell area: 0 µm²
Height of the chip: 130 µm
Final cell count without fillers: 1224
Grt total ovfl: 0
DRC: 0
Initial antenna violation count: 0
Setup crit end kind: output port
Main area contributors: fa_1 (43%), ha_1 (13%), inv_1 (9.8%)
Top-area cell share: 43.2%
Post-Syn Instances: 978
Vias in the first global route: 6597
Synth area leader: fa_1
Crit share post-route: 91.0%
Hold Crit Depth: 2
Resized Gates After CTS: 0
Hold Path Sink: o_valid
Post-CTS Setup Bufs: 0
Startpoint Class: input pin
Placed cell count: 1224
Hold buffers post-CTS: 0
Mapped Area: 0.00820 mm²
Chip area: 0.0169 mm²
RSZ-0062 raised after global routing: no
Yosys stat cell total: 978
Min cycle time layout: 14.92 ns
Post-Route WL: 20800 µm
YS chip area: 0.00820 mm²
Num ports: 50
Flops: 0
DRT antenna net count: 0
Cell Type Count: 52
Largest net degree at the start of global routing: 17
Area delta synth->final: 9.22%
Req. time, crit path: 13.12 ns
Routability Congestion: 0.963
Power Dens Cells: 140 mW/mm²
Synth Area per Inst: 8.38 µm²
Max-Cap Viols: 0
Wire per inst: 17.0 µm
GRT Overall Usage: 29.6%
Core area: 0.0159 mm²
Fraction of layout cells with a size suffix above 1: 3.27%
Total power: 1.25 mW
Slowest library cell on the worst path: clkdlybuf4s50_1
Tool warnings: 32
Cell Area, Placed: 0.00895 mm²
1st-iter DRT viols: 203
Max-slew violations: 0
Worst Hold Class: input pin to output port
Row count: 46
CP most frequent cell: fa_1
Slew headroom: 44.9%
Worst VDD drop: 0.209 mV
Buffers added on ports: 50
Setup TNS: 0 ns
Final Instance Area: 0.00895 mm²
Worst path max stage delay: 0.75 ns
Worst Max-Slew Pin Slew: 0.823 ns
Fmax: 67.0 MHz
Ant. Diodes: 0
Final setup viols: 0
Worst path top cell family by delay: adder cells
Final Hold Viols: 0
Layout clock buffer count: 0
FP Core Util: 51.4%
CP arrival: 11.64 ns
HPWL Detailed: 16700 µm
Crit path kind: input pin to output port
Yosys warns: 0
Crit-path max FO: 16
Post-synth seq share: 0%
Initial DRT Pass Iterations: 4
WP buf/inv: 7
Hold Crit Start: i_valid
Vias: 6247
Die Width: 130 µm
Static Leak: 4.46 nW
First-pass GRT wire length: 35000 µm
==> cell families after synthesis <==
group | Yosys count | synth area share, %
compound gates | 88 | 7.45
buf+inv | 251 | 11.6
xor+xnor | 27 | 3.07
simple gates | 350 | 21.7
fa+ha+maj | 262 | 56.2
==> final cells by class <==
cell class / instances / area (µm²)
multi-input cells: 727 / 7250
fillers: 1512 / 6990
inverters: 213 / 800
repair buffers: 68 / 636
well taps: 216 / 270
==> cell usage after synthesis (all sizes together), types with 7 or more instances <==
cell / instances
o21ai: 20
nor2: 26
ha: 85
nor3: 7
clkbuf: 34
a21oi: 21
a211oi: 10
o211ai: 7
and2: 113
nand2: 152
xnor2: 13
nand4: 7
fa: 177
xor2: 14
inv: 213
nor2b: 15
==> where the power goes <==
part	internal, mW	switching (mW)
Sequential	0	0
Combinational	0.538	0.715
Clock	0	0
==> through the flow <==
stage               utilization [%]  worst slack (ns)  hold WS (ns)
CTS                            56.2              1.43          7.44
global route                   56.2             0.769          7.48
global placement               56.2              1.55          7.44
floorplan                         -              3.18          6.63
finish                         56.2              1.48          7.43
detailed placement             56.2              1.46          7.44
==> layer usage <==
| metal | global-route usage [%] | routed length, µm | part of all wire [%] |
|---|---|---|---|
| met4 | 0.547 | 38 | 0.18 |
| met2 | 41.3 | 8700 | 42 |
| met5 | 7.06 | 126 | 0.61 |
| met1 | 45.3 | 9290 | 45 |
| met3 | 14.9 | 2620 | 13 |
==> layout by cell type, fill, tap and decap left out, types with 15 or more instances in the layout <==
cell and count:
a21oi_1 21, and2_1 113, buf_4 18, clkdlybuf4s50_1 50, fa_1 177, ha_1 85
inv_1 213, nand2_1 152, nor2_1 26, nor2b_1 15
==> worst max-delay path by stage <==
stage	from	end	slack, ns	cells after the start
after CTS	i_dataA[15]	o_data[14]	1.43	25
after global routing	i_dataA[15]	o_data[14]	0.77	25
final	i_dataA[15]	o_data[14]	1.48	25
Power is estimated from default activity; no workload was simulated.
